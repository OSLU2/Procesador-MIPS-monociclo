==> design.v <==
`timescale 1ns /1ps
module MuxPC_2( 
	input [3:0] inAdd4,
	input [31:0] inMuxPC,
	input [25:0] inInstru,
	input selCtrl,
	output reg[31:0] outPC
);
wire [31:0] shiftLeft;
wire [31:0] resul;
assign resul[31:28]=inAdd4;
assign resul[27:0]=0;
assign shiftLeft=((32'd0+inInstru)<<2)+(resul+32'd0);
always @(*)
begin
	if(selCtrl == 1) outPC=shiftLeft; 
	else outPC=inMuxPC; 
end
endmodule 
==> run.sh <==
#!/bin/bash
# OpenROAD 26Q1-2900-gdf79404cd8, Yosys 0.63+post, stock flow scripts
make -C /OpenROAD-flow-scripts/flow DESIGN_CONFIG=/design/flow/config.mk WORK_HOME=/design/flow/orfs finish
==> config.mk <==
export PLATFORM = sky130hd
export DESIGN_NAME = MuxPC_2
export DESIGN_NICKNAME = MuxPC_2
export VERILOG_FILES = /design/flow/design.v
export SDC_FILE = /design/flow/constraint.sdc
export NUM_CORES = 4
export LEC_CHECK = 1
export CORE_AREA = 10 10 70 70
export DIE_AREA = 0 0 80 80
==> constraint.sdc <==
current_design MuxPC_2

set clk_period 1.0
set clk_io_pct 0.2

create_clock -name clk0 -period $clk_period

set non_clock_inputs [all_inputs -no_clocks]
set_input_delay [expr $clk_period * $clk_io_pct] -clock clk0 $non_clock_inputs
set_output_delay [expr $clk_period * $clk_io_pct] -clock clk0 [all_outputs]
==> deck_impl_summary.md <==
Key Metrics from the Run

Setup path
  • Slowest CP cell: mux2_4
  • Maximum single-stage delay on the critical path: a little under 0.3 ns
  • CP Class: in2out
  • Element type at the critical path start: input pin
  • Signal arrival time at the worst endpoint: 0.98 ns
  • Worst path most repeated cell: buf_12
  • Required @ worst endpoint: approximately 0.8 ns
  • Crit. End Element: output pin
  • Crit path max fanout: 7
  • CP Cell Sequence: buf_12 -> buf_12 -> buf_12 -> mux2_4 -> buf_6

STA
  • Final hold violation count: 0
  • Max Fclk: 850 MHz
  • RSZ-0062 raised after global routing: true
  • Final number of max-transition violations: 0
  • Number of failing setup endpoints in the final timing report: 30
  • Pin slew with the least headroom to its limit: 0.103 ns
  • Worst slew margin: 93.2%
  • Time the worst path needs with I/O delays and setup: approximately 1.2 ns
  • Total negative slack: -2.41 ns
  • Setup ws final: -0.177 ns
  • Post-layout period usage: 118%

Pwr
  • Max VDD drop: 0.166 mV
  • Leakage power: ~0.8 nW
  • Areal power density over the cells: 387 nW/um2

Die
  • Chip Footprint: 6400 um2
  • Area of the core region: 3420 um2
  • Core Density at Floorplan: 15.3%
  • Chip height: approximately 80 um
  • Row Count: 21
  • IO Count: 95
  • Die width: 80 um

Logic synthesis
  • Area contributors post-synth: mux2_4, buf_12, buf_6
  • Unique masters post-synth: 5
  • Proportion of synthesized chip area in sequential cells: 0%
  • Top post-synthesis cells by count: mux2_4, and2b_2, buf_12, buf_6, mux2_2
  • Cell count in the Yosys report: 36
  • Cell type with the largest total area after synthesis: mux2_4
  • Cells after synthesis: 36
  • Chip area line of the yosys report: approximately 520 um2
  • Mapped cell area: 523 um2
  • Yosys warns: 1
  • Top area contributor share: 80.4%
  • Syn_area_per_cell: 14.5 um2
  • Leading cell type by number of instances after synthesis: mux2_4

Detailed routing
  • Vias after detailed routing: 686
  • Antenna fix cells: 0
  • DR iter-0 viols: 4
  • Wire length per cell: about 15 um
  • Aggregate routed wire length: 2630 um
  • ANT nets after route: 0
  • DR vias/cell: 3.83
  • DRC viols: 0
  • Pre-Repair DR Iteration Count: 3

Flow run
  • Warning total across the stage logs: 34
  • Tally of max-capacitance violations: 0

Outcome
  • Violations in the final reports: setup timing
  • Status: complete, but fails checks

Layout
  • Area occupied by registers: 0 um2
  • Sequential cell count: 0
  • Number of clock buffers in the layout: 0
  • Fin util: between 40% and 50%
  • Share of final-layout standard cells stronger than drive strength 1: 53.4%
  • Synthesis-to-finish area growth: 185%

Placed design
  • RePlAce Congestion: around 0.77
  • Count of input and output buffers: 95
  • HPWL after DPL: 2350 um

Hold path
  • Kind of path behind the tightest hold check: in2out

Global route
  • First-pass GRT wire length: between 3000 and 4000 um
  • Largest net degree at the start of global routing: 15
  • Number of antenna violations at the first check in global routing: 0
  • Overall overflow remaining after global route: 0
  • Number of global-route vias before repair: 784
  • Global Route Usage Sum: 7.18%

Clock tree
  • Count of hold-fix buffers inserted at cts: 0
[layer usage]
metal	up-vias	part of all wire, %	global-route usage (%)
met5	-	0	0
met3	0	14	3.86
met1	300	38	7.71
li1	329	-	-
met2	57	47	12.8
met4	0	0	0
[path summary, 6_finish.rpt]
kind | from | to | slack (ns) | cells after the start
setup / recovery | selCtrl | outPC[10] | -0.18 | 5
hold / removal | inInstru[17] | outPC[19] | 0.70 | 3
[final cells by class]
| type | instances | area [um2] |
|---|---|---|
| Timing Repair Buffer | 101 | 966 |
| Fill cell | 353 | 1920 |
| Multi-Input combinational cell | 32 | 468 |
| Tap cell | 46 | 57.6 |
[where the power goes]
group | switching (mW) | total, mW | internal, mW
clock | 0 | 0 | 0
sequential | 0 | 0 | 0
combinational | 0.128 | 0.577 | 0.449
[timing repair]
item                                    in CTS  in global routing
endpoints found under the setup margin      32                 32
resized                                    178                  8
setup buffers                                2                  0
gates cloned                                 1                  0
hold endpoints to repair                     0                  0
[worst max-delay path, delay by kind of cell]
family                 cells  cell delay (ns)
multiplexers               1             0.29
buffers and inverters      4             0.49
[cells in the final DEF (no fill, tap or decap), drive strengths merged]
master and count:
buf 39, clkdlybuf4s50 1, dlygate4sd2 60, and2b 2, mux2 30, dlymetal6s2s 1
[stage by stage]
stage	worst slack (ns)	hold WS [ns]	instance area, um2	total power, mW	cells
finish	-0.177	0.700	1490	0.577	179
global route	-0.193	0.717	1490	0.619	179
CTS	-0.173	0.800	1450	0.560	179
detailed placement	-0.499	1.28	1510	0.641	176
global placement	-0.492	1.28	1510	0.636	176
floorplan	0.0556	0.497	523	0.194	36
[cell families (layout without fill, tap and decap cells)]
family	Yosys count	count (layout)	synth area share, %
mux	30	30	84.7
buf+inv	4	101	12.0
simple gates	2	2	3.35
Power figures rest on the tool's default switching activity, not on a simulated workload.
